## /design/flow/config.mk

```make
export PLATFORM = sky130hd
export DESIGN_NAME = sequence_detector_1001
export DESIGN_NICKNAME = sequence_detector_1001
export VERILOG_FILES = /design/flow/design.v
export SDC_FILE = /design/flow/constraint.sdc
export NUM_CORES = 4
export LEC_CHECK = 1
export CORE_AREA = 10 10 70 70
export DIE_AREA = 0 0 80 80
```

## /design/flow/constraint.sdc

```tcl
current_design sequence_detector_1001

set clk_period 1.6
set clk_io_pct 0.2

create_clock -name clk0 -period $clk_period [get_ports {clk}]

set non_clock_inputs [all_inputs -no_clocks]
set_input_delay [expr $clk_period * $clk_io_pct] -clock clk0 $non_clock_inputs
set_output_delay [expr $clk_period * $clk_io_pct] -clock clk0 [all_outputs]
```

## /design/flow/design.v

```verilog
module sequence_detector_1001
( input wire clk,reset,
  input wire w,
  output reg z
);
localparam [2:0] s0 = 3'b000, s1 = 3'b001, s2 = 3'b010, s3 = 3'b011, s4 = 3'b100;
reg [2:0] state_reg, state_next;
always @(posedge clk, posedge reset)
      if(reset)
            state_reg <= s0;
      else 
            state_reg <= state_next;
always @*
      case(state_reg)
          s0:if(w) 
               state_next = s1;
             else
               state_next = s0;
          s1:if(w) 
               state_next = s1;
             else
               state_next = s2;
          s2:if(w) 
               state_next = s4;
             else
               state_next = s3;
          s3:if(w) 
               state_next = s4;
             else
               state_next = s0;
          s4:if(w) 
               state_next = s1;
             else
               state_next = s2;
      default: state_next = s0;
endcase
always @(state_reg)
begin 
      case(state_reg)
          s0: z = 0;
          s1: z = 0;
          s2: z = 0;
          s3: z = 0;
          s4: z = 1;
endcase
end
endmodule
```

## /design/flow/run.sh

```bash
#!/bin/bash
# OpenROAD 26Q1-2900-gdf79404cd8, Yosys 0.63+post, stock flow scripts
make -C /OpenROAD-flow-scripts/flow DESIGN_CONFIG=/design/flow/config.mk WORK_HOME=/design/flow/orfs finish
```

==> insert_results.sql <==
-- physical implementation figures
INSERT INTO impl_metrics (metric_group, metric, value, unit) VALUES
('run_status', 'run_status', 'finished clean', ''),
('cts', 'tritoncts', 'built', ''),
('die', 'die-area', '6400', 'um2'),
('synthesis', 'synth_area_leader_cell', 'dfrtp_1', ''),
('die', 'placeableCoreArea', '3420', 'um2'),
('final_timing', 'maxSlewViolCount', '0', ''),
('final_timing', 'timing.max_slew.rel_slack', '86.1', '%'),
('cts', 'clk_latency_worst_skew_pair', '0.24', 'ns'),
('critical_path', 'cp.arrival', '1.06', 'ns'),
('die', 'die_height', '80', 'um'),
('critical_path', 'r2r-end', 'state_reg[3]', ''),
('global_route', 'antenna_found_initial', '0', ''),
('synthesis', 'synthesis.area', '209', 'um2'),
('synthesis', 'synth-main-ff-cell', 'dfrtp_1', ''),
('run', 'number_of_maximum_capacitance_constraint_violations', '0', ''),
('detailed_routing', 'dr_total_vias', '129', ''),
('final_timing', 'worst-slew-pin-transition', '0.208', 'ns'),
('cts', 'cts.hold.buffers_added', '0', ''),
('synthesis', 'post-synth-top-count-cell', 'dfrtp_1', ''),
('synthesis', 'synth.top_cells.by_area', 'dfrtp_1, dfstp_2, nor4b_4, dlxtn_1, nor2_1', ''),
('detailed_routing', 'routed_via_density', '1.90', ''),
('synthesis', 'edf_count', '0', ''),
('pwr', 'total_leakage_power', '0.000133', 'uW'),
('synthesis', 'common_cells', 'dfrtp_1, nor2_1', ''),
('cts', 'h-tree-depth', '1', ''),
('cts', 'numCtsBuffers', '3', ''),
('detailed_routing', 'antenna-diode-count', '0', ''),
('detailed_routing', 'firstDrtPassIters', '2', ''),
('critical_path', 'critical_path.top_delay_family', 'buffers and inverters', ''),
('global_route', 'first_global_vias', '172', ''),
('critical_path', 'critical_path.cell_chain', 'clkdlybuf4s50_1 > o31a_1', ''),
('detailed_routing', 'route.top_layer_used', 'met3', ''),
('global_route', 'largest_net_degree_at_the_start_of_global_routing', '6', ''),
('place', 'placement.cell_area', '297', 'um2'),
('critical_path', 'path_class', 'input pin to flop', ''),
('die', 'dieWidth', '80', 'um'),
('final_timing', 'finalHoldViolations', '0', ''),
('detailed_routing', 'drt-met1-wl', '162', 'um'),
('final_timing', 'final-setup-viol-count', '0', ''),
('critical_path', 'r2r.worst_path.cells', '1', ''),
('critical_path', 'worst_r2r_startpoint', 'state_reg[3]', ''),
('synthesis', 'ys_cells', '15', ''),
('synthesis', 'yosysWarningCount', '1', ''),
('global_route', 'grt_use_total', '1.49', '%'),
('final_timing', 'finalWorstPathRequiredPeriod', '0.885', 'ns'),
('final_timing', 'unconstrained_endpoints', '2', ''),
('detailed_routing', 'wl_met3', '120', 'um'),
('final_timing', 'period_used_share', '55.3', '%'),
('run', 'warning_count', '25', ''),
('layout', 'fillerInstances', '404', ''),
('synthesis', 'mean_instance_size_in_the_synthesized_netlist', '13.9', 'um2'),
('die', 'initCoreUtil', '6.12', '%'),
('die', 'num_rows', '21', ''),
('pwr', 'power_density', '1060', 'nW/um2'),
('place', 'place.gp.congestion', '0.696', ''),
('synthesis', 'synthesis.instances', '15', ''),
('final_timing', 'finalClockSkew', '0.00367', 'ns'),
('synthesis', 'synth-area-yosys', '209', 'um2'),
('cts', 'cts_repair_resize_count', '0', ''),
('critical_path', 'worst_path_largest_cell_delay', '0.58', 'ns'),
('critical_path', 'critPathSlowestCell', 'clkdlybuf4s50_1', ''),
('pwr', 'worst_ir_drop_vdd', '0.000216', 'V'),
('cts', 'cts_setup_buffers', '0', ''),
('layout', 'final_design_area_no_fill', '323', 'um2'),
('layout', 'largest_register_ffs', '5', ''),
('detailed_routing', 'postRouteAntennaNets', '0', ''),
('cts', 'cts_root_buf', 'clkbuf_4', ''),
('detailed_routing', 'drc', '0', ''),
('detailed_routing', 'totalWireLength', '397', 'um'),
('final_timing', 'unrepaired_setup_endpoints_after_global_routing', 'no', ''),
('final_timing', 'unclocked_regs', '1', '');
layout by cell type (no fill, tap or decap):
master,n
nor2_2,1
nor4b_4,1
clkbuf_1,1
clkbuf_4,3
dlxtn_1,1
dfrtp_1,4
clkdlybuf4s50_1,3
dfstp_2,1
nor2_1,3
o21a_1,1
inv_1,1
nor2b_1,1
o31a_1,1
through the flow:
stage,setup slack [ns],hold WS (ns),util (%),cells,power (uW)
finish,0.715,0.281,9.45,68,341
global route,0.692,0.287,9.45,68,367
CTS,0.707,0.283,9.45,68,348
detailed placement,0.461,0.516,8.68,64,200
global placement,0.511,0.503,8.68,64,197
floorplan,0.834,0.0978,-,15,184
final cells by class:
type	instances	area [um2]	area share [%]
clock buffers	4	26.3	8.14
inverters	1	3.75	1.16
multi-input cells	8	63.8	19.8
flip-flops and latches	6	141	43.8
well taps	46	57.6	17.8
repair buffers	3	30.0	9.30
where the power goes:
| part | total [uW] | internal, uW | leakage, uW | switching (uW) |
|---|---|---|---|---|
| sequential | 157 | 146 | 0.0000727 | 10.9 |
| combinational | 41.3 | 28.4 | 0.0000455 | 13.0 |
| clock | 143 | 94.1 | 0.0000150 | 48.5 |
kinds of logic after synthesis:
family,after synthesis,share of synthesized area [%]
latches,1,7.18
simple gates,6,22.8
flops,5,60.5
compound gates,2,7.79
buf+inv,1,1.79
per-layer routing:
layer	up-vias	GRT usage (%)
met3	0	2.61
met5	-	0
li1	65	-
met1	50	1.34
met2	14	1.52
met4	0	0.352
worst max-delay path by stage:
stage         slack [ns]  cells past startpoint      endpoint  start
CTS                 0.71                      2  state_reg[3]      w
global route        0.69                      2  state_reg[3]      w
finish              0.72                      2  state_reg[3]      w
Power and IR drop assume default switching activity.
