$ cat run.sh
#!/bin/bash
# OpenROAD 26Q1-2900-gdf79404cd8, Yosys 0.63+post, stock flow scripts
make -C /OpenROAD-flow-scripts/flow DESIGN_CONFIG=/design/flow/config.mk WORK_HOME=/design/flow/orfs finish
$ cat constraint.sdc
current_design counter_10

set clk_period 1.7
set clk_io_pct 0.2

create_clock -name clk0 -period $clk_period [get_ports {clk}]

set non_clock_inputs [all_inputs -no_clocks]
set_input_delay [expr $clk_period * $clk_io_pct] -clock clk0 $non_clock_inputs
set_output_delay [expr $clk_period * $clk_io_pct] -clock clk0 [all_outputs]
$ cat config.mk
export PLATFORM = sky130hd
export DESIGN_NAME = counter_10
export DESIGN_NICKNAME = counter_10
export VERILOG_FILES = /design/flow/design.v
export SDC_FILE = /design/flow/constraint.sdc
export NUM_CORES = 4
export LEC_CHECK = 1
export CORE_AREA = 10 10 70 70
export DIE_AREA = 0 0 80 80
$ cat design.v
module counter_10 
( 
   input clk, reset, 
   input d, 
   output reg [3:0] q, 
   output reg c 
);
always@(posedge clk,posedge reset) 
begin
   if(reset) begin
      q <= 4'h0; 
      c <= 1'b0; 
   end
   else begin
     if(!d) begin 
        if (q == 4'h9) begin
            q <= 4'h0; 
            c <= 1'b1; 
        end
        else begin
           q <= q + 1'b1; 
           c <= 1'b0; 
        end
     end
   else begin
     if (q == 4'h0) begin
        q <= 4'h9; 
        c <= 1'b1; 
     end
     else begin 
        q <= q - 1'b1; 
        c <= 1'b0; 
     end
   end
   end
end
endmodule 
==> impl_metrics.tcl <==
# flow metrics
set metrics [dict create \
    synth_stat.cells 36 \
    skew_ps 5.180 \
    post-route-period-util_pct 95.08 \
    overflow 0 \
    rrSetupSlack_ps 490 \
    fin_crit_ps 1616 \
    initCoreUtil_pct 9.744 \
    die_h_um 80 \
    r2r-end "q[1]$_DFF_PP0_" \
    top_area_share_pct 37.59 \
    grt_pass1_wl_mm 1.248 \
    tightestPinTransition_ps 288.9 \
    wl_per_cell_um 8.000 \
    lay_top_count "clkdlybuf4s50_1" \
    rows 21 \
    worst_hold_slack_ps 291.1 \
    status "complete, no violations" \
    crit_fanout 10 \
    slowest_stage "clkdlybuf4s50_1" \
    drt-initial-drc-count 35 \
    switching_share_pct 33.46 \
    cellLeakagePower_nw 0.1856 \
    drc 0 \
    reg2reg_depth 3 \
    top_area_cell "dfrtp_1" \
    relSlewSlack_pct 80.74 \
    ys_ff 5 \
    hold_buffers 0 \
    gp_congestion 0.7473 \
    setup_viol_count_final 0 \
    die_x_um 80 \
    critPathTopFamily "buffers and inverters" \
    critPathLaunchType "register" \
    vias 280 \
    synth_cells 36 \
    seqPwrFrac_pct 35.6 \
    grt_pass1_vias 279 \
    intPower_mw 0.4143 \
    grt_use_total_pct 2.325 \
    port_buffers 7 \
    ios 8 \
    rsz0062_at_grt "no" \
    path_buffers 1 \
    cts_max_level 1 \
    path_cells "clkdlybuf4s50_1" \
    place_inst 89 \
    syn_avg_cell_area_um2 9.245 \
    stdcell_area_um2 484.2 \
    p_clk_share_pct 22.7 \
    lay_top_cells "7 x clkdlybuf4s50_1, 4 x inv_1, 4 x dfrtp_1" \
    crit_arrival_ps 1280 \
    warnings 25 \
    ant_nets 0 \
    area_delta_synth_final_pct 45.49 \
    instances_no_fill 93 \
    dr.pass1.iters 2 \
    reg2reg_from "q[0]$_DFF_PP0_" \
    cts_buffers 3 \
    ir_drop_mv 0.2832 \
    antenna_found_initial 0 \
    postSynthSeqShare_pct 37.59 \
    yosys_warnings 1 \
    max_clock_freq_mhz 618.7 \
    hold_viol 0 \
    synth_cell_type_count 22 \
    insertedDiodeCount 0 \
    synth_area_um2 332.8 \
    placed_area_um2 456.7 \
    coreArea_um2 3416 \
    hpwl_um 544.5 \
    area_leaders "dfrtp_1 38%, nand2b_1 5.6%, a21oi_1 4.5%" \
    grt_max_degree 11 \
    drt-total-wl_um 744 \
    endpoint_kind "primary output" \
    switchingPower_mw 0.2084 \
    p_comb_share_pct 41.8 \
    cts_tree "built" \
    clockRootBuffer "clkbuf_4" \
    power.density_nw_per_um2 1286 \
    slowest_delay_ps 530 \
    critPathKind "register to primary output" \
    min_path_type "input pin to asynchronous set/reset pin" \
    chipArea_um2 6400 \
    fin_tns_setup_ps 0 \
    maxCapViolCount 0 \
    crit_required_ps 1360 \
    insertion_delay_ps 250 \
    slew_viol_final 0 \
    cts_max_path_buffers 2 \
    layout-drive-gt1-share_pct 21.28 \
    yosys-stat-area_um2 332.8 \
    clk_pin_slew_ps 50 \
    vias_per_cell 3.011 \
    clkSinkCount 5 \
]
==> cells in the mapped netlist <==
library cell	number
nor4b_2	1
nand2_1	1
o211ai_1	1
o21ai_0	2
dfrtp_1	5
mux2_2	1
a32oi_1	1
buf_4	1
nand2b_1	3
a21oi_1	3
nor4bb_1	1
nand3b_1	1
and2_1	2
buf_6	1
inv_1	4
nor3_1	1
and2b_2	1
nor3b_1	1
xor2_1	1
nor2_1	2
o22ai_1	1
and3b_2	1
==> metal layers <==
| layer | part of all wire [%] | up-vias | routed length (um) | GRT usage [%] |
|---|---|---|---|---|
| met3 | 8.7 | 0 | 65 | 1.364 |
| met1 | 51 | 125 | 379 | 3.024 |
| li1 | - | 147 | - | - |
| met4 | 0 | 0 | 0 | 0.3521 |
| met2 | 40 | 8 | 298 | 3.291 |
| met5 | 0 | - | 0 | 0 |
==> final cells by class <==
type / instances / area [um^2]
well taps: 46 / 57.56
clock buffers: 4 / 26.28
multi-input cells: 25 / 173.9
flip-flops and latches: 5 / 126.4
inverters: 4 / 15.01
fillers: 393 / 2932
repair buffers: 9 / 85.08
==> stage by stage <==
step	setup WS (ps)	total power [mW]	util, %
detailed placement	120.7	0.4795	13.37
finish	83.69	0.6227	14.18
global placement	144.7	0.4769	13.37
CTS	45.81	0.6277	14.14
floorplan	599.7	0.3807	-
global route	27.12	0.6749	14.18
==> power by group through the flow <==
stage                 Sequential, mW  Clock [mW]  Combinational [mW]
after global routing           0.230       0.153               0.292
final                          0.222       0.141               0.260
after CTS                      0.218       0.146               0.264
==> registers in the layout, summed over array words and instances (netlist names) <==
register / count
q: 4
c: 1
==> logic make-up after synthesis <==
group	after synthesis	synth area share (%)
xor gates and xnor gates	1	2.632
buffers and inverters	6	10.15
muxes	1	3.383
and+or+nand+nor	15	31.95
AOI/OAI and AO/OA	8	14.29
DFF	5	37.59
==> how the worst max path moves through the flow <==
stage | start | end | slack, ps | depth (start not counted)
final | q[0]$_DFF_PP0_ | q[0] | 80 | 1
after global routing | q[0]$_DFF_PP0_ | q[0] | 30 | 1
after CTS | q[1]$_DFF_PP0_ | q[1] | 50 | 1
==> timing repair <==
action,in CTS,in global routing
endpoints found under the setup margin,0,1
resized,0,1
buffers inserted,0,0
No activity file was given, so power comes from the tool's default toggle rates.
